--- flow/run.sh ---
#!/bin/bash
# OpenROAD 26Q1-2900-gdf79404cd8, Yosys 0.63+post, stock flow scripts
make -C /OpenROAD-flow-scripts/flow DESIGN_CONFIG=/design/flow/config.mk WORK_HOME=/design/flow/orfs finish
--- flow/config.mk ---
export PLATFORM = sky130hd
export DESIGN_NAME = ALU
export DESIGN_NICKNAME = ALU
export VERILOG_FILES = /design/flow/design.v
export SDC_FILE = /design/flow/constraint.sdc
export NUM_CORES = 4
export LEC_CHECK = 1
export CORE_UTILIZATION = 50
--- flow/constraint.sdc ---
current_design ALU

set clk_period 28.7
set clk_io_pct 0.2

create_clock -name clk0 -period $clk_period

set non_clock_inputs [all_inputs -no_clocks]
set_input_delay [expr $clk_period * $clk_io_pct] -clock clk0 $non_clock_inputs
set_output_delay [expr $clk_period * $clk_io_pct] -clock clk0 [all_outputs]
--- flow/design.v ---
package stages_definition_pkg;
    typedef struct packed {
        bit pcSrc, regWrite, memWrite, branch, aluSrc, 
            flagWrite, trigControl, memPixWrite;
        bit [1:0] memToReg;
        bit [3:0] aluControl;
    } deco_exe_cu_signals;
    typedef struct packed {
        bit pcSrc, regWrite, memWrite, memPixWrite;
        bit [1:0] memToReg;
    } exe_mem_cu_signals;
    typedef struct packed {
        bit regWrite, pcSrc;
        bit [1:0] memToReg;
    } mem_wb_cu_signals;
    typedef struct packed {
        bit [25:0] imm;
        bit [3:0]  Rd, Rn, Rs;
        bit [2:0]  cond;
    } instruction_arguments;
    typedef struct packed {
        bit [4:0]  cmd;
        bit [3:0]  Rd;
        bit [1:0]  op;
        bit immSignal;
    } inst_header;
    typedef struct packed {
        int RD1, RD2, R0, R1, imm;
        bit [3:0]  Rd;
        bit [2:0] cond;
    } deco_exe_interface;
    typedef struct packed {
        bit [3:0]  Rd;
        int aluResult, trigResult, Ax, Ay, WD;
    } exe_mem_interface;
    typedef struct packed {
        int dataMemRead, pixMemRead, aluResult, trigResult;
        bit [3:0]  Rd;
    } mem_wb_interface;
    typedef struct packed {
        bit n, z, c, v;
    } conditional_flags;
    typedef struct packed {
        bit [3:0] decoA1, decoA2, exeRd;
        bit [1:0] exeMemToReg;
        bit branchTaken, memRegWrite, wbRegWrite;
    } hazard_input;
    typedef struct packed {
        bit [1:0] forwardAluSrc1, forwardAluSrc2;
        bit [1:0] forwardAx, forwardAy;
        bit stallF, stallD, flushD, flushF;
    } hazard_output;
endpackage
module MUX #(parameter width = 3)
	   (input logic [width-1:0] d0, d1, d2, d3, d4, d5, d6, d7, d8,
		input logic [3:0] s,
		output logic [width-1:0] result);
	assign result = s[3] ? (d5) : (s[2] ? (s[1] ? (s[0] ? (d4) : (d7) ) : (s[0] ? (d2) : (d6) )) : (s[1] ? (s[0] ? (d3) : (d0) ) : (s[0] ? (d1) : (d8) ) ));	
endmodule
module nopNbits #(parameter N = 32)
	   (input logic [N-1:0] A,
		input logic [N-1:0] B,
		output logic [N-1:0] Q);
	assign Q = A;		 
endmodule 
module multiplicadorNbits #(parameter N = 32)
	   (input logic [N-1:0] A,
		input logic [N-1:0] B,
		output logic [N-1:0] Q);
	assign Q = A*B; 
endmodule 
module xorN #(parameter N=32)
	   (input logic[N-1: 0] A,
		input logic[N-1: 0] B,
		output logic[N-1: 0] Q);
	assign Q = A^B;
endmodule
module srlN #(parameter width =32)
	   (input logic [width-1:0] a,
		input logic [width-1:0] b,
		output logic [width-1:0] y);
	assign y = a >> b;
endmodule
module sllN #(parameter width =32)
	   (input logic [width-1:0] a,
		input logic [width-1:0] b,
		output logic [width-1:0] y);
	assign y = a << b;
endmodule
module orN #(parameter width =32)
	   (input logic [width-1:0] a,
		input logic [width-1:0] b,
		output logic [width-1:0] y);
	assign y = a | b;
endmodule
module andN #(parameter width =32)
       (input logic [width-1:0] a,
		input logic [width-1:0] b,
		output logic [width-1:0] y);
	assign y = a & b;
endmodule
module restadorNbits #(parameter N = 32)
	   (input logic [N-1:0] A,
		input logic [N-1:0] B,
		output logic [N-1:0] Q,
		output logic negativo,
		output logic zero,
		output logic overflow);
	always @* begin
		Q <= A-B;
		overflow <= 0;
		if(Q == 0) begin 
			zero <= 1;
		end else if(A<B)begin
			negativo <= 1;
			zero <= 0;
		end else begin 						
			zero <= 0;
			negativo <= 0;
		end
	end			
endmodule 
module sumador1bit(
		input  A1bit, B1bit, Cin1bit,
		output logic Q1bit, Cout1bit);
	assign Q1bit = A1bit^B1bit^Cin1bit;
	assign Cout1bit =  (A1bit & B1bit) | (A1bit & Cin1bit) | (B1bit & Cin1bit);
endmodule
module sumadorNbits #(parameter N = 32)
	   (input logic [N-1:0] A,
		input logic [N-1:0] B,
		input logic Cin,
		output logic Cout,
		output logic [N-1:0] Q);
	logic [N:0] carrys;
	assign carrys[0] = Cin;
	genvar i;
	generate	
		for (i=0;i<N;i=i+1) begin : sumador_completo
			sumador1bit sumai(A[i],B[i],carrys[i],Q[i],carrys[i+1]);
		end
	endgenerate
	assign Cout = carrys[N];
endmodule 
module ALU #(parameter width = 32)
	   (input logic [width-1:0] a,
		input logic [width-1:0] b,
		input logic [3:0] control,
		output logic [width-1:0] result,
		output logic [3:0] ALUFlags);		 
	logic [width-1:0] d0, d1, d2, d3, d4, d5, d6, d7, d8;
	generate
		sumadorNbits 
		#(width)
		sumaN(a, b, 0, ALUFlags[1], d0);
		restadorNbits
		#(width)
		restador(a, b, d1, ALUFlags[3], ALUFlags[2], ALUFlags[0]);
		andN
		#(width)
		andgate(a,b,d2);
		orN
		#(width)
		orgate(a,b,d3);
		sllN
		#(width)
		shiftL(a,b,d4);
		srlN
		#(width)
		shiftR(a,b,d5);
		xorN
		#(width)
		xorgate(a,b,d6);
		multiplicadorNbits
		#(width)
		multi(a,b,d7);
		nopNbits
		#(width)
		nop(a,b,d8);
		MUX
		#(width)
		muxresult(d0,d1,d2,d3,d4,d5,d6,d7,d8,control,result);
	endgenerate
endmodule
==> impl_metrics.ini <==
; physical design summary
[worst_setup_path]
endpoint = result[31]
worstSetupStartpointType = input pin
cp_num_buf_inv = 4
cp-end-kind = output pin
max_stage_delay_ns = 0.51
most_frequent_cp_cell = sky130_fd_sc_hd__fa_1
maximum_fanout_encountered_on_the_critical_timing_path = 12
worstSetupPathType = in2out
critical_path_cell_count = 41
crit_required_ns = 22.96
worst_path_max_delay_cell = sky130_fd_sc_hd__or4_1
cp-startpoint = a[0]
path_delay_family = adder cells
crit_arrival_ns = 20.16

[pwr]
power_density_mw_per_mm2 = 243
vdd_drop_max_mv = 0.694
leakagePower_nw = 12.9
net-switching-power_w = 0.00404
internal_power_w = 0.00219
switching_part_of_the_total = 0.648

[yosys]
synth.yosys.warnings = 2
synth.lib_cells_used.distinct = 73
synth.yosys.chip_area_sq_mm = 0.0240
top_area_frac = 0.368
synth-seq-cells = 1
synthTopCellsByArea = sky130_fd_sc_hd__fa_1, sky130_fd_sc_hd__ha_1, sky130_fd_sc_hd__inv_1
synth_area_sq_mm = 0.0240
postSynth.asyncResetShare = 0
synthesis.instances = 3098
synth_top_flop_cell = sky130_fd_sc_hd__dlxtn_1
synth.yosys.num_cells = 3098
avgSynthCellArea_sq_um = 7.74
enable_flop_cells = 0
synth_top_cell_by_area = sky130_fd_sc_hd__fa_1

[job]
count_of_max_cap_constraint_violations = 0
tool_warnings = 96

[floorplanning]
core_sq_mm = 0.0470
fp_util = 0.510
total_i_o_pin_count = 104
fp.dieW_um = 221
floorplan.die_area_sq_mm = 0.0488
die_height_um = 221
floorplan.rows = 79

[detailed_routing]
detailroute.via_count = 22600
count_of_tritonroute_iterations_in_the_first_routing_pass = 8
drt-vias-per-instance = 6.09
count_of_routing_violations_after_the_opening_detailed_route_iteration = 2041
route.antenna.remaining_nets = 0
drcViolationCount = 0
drt_wl_total_um = 103000
wl_per_cell_um = 27.8

[final_layout]
layout.filler_cells = 4306
mostFrequentLayoutCells = sky130_fd_sc_hd__inv_1, sky130_fd_sc_hd__nand2_1, sky130_fd_sc_hd__fa_1
multiInputGateArea_sq_mm = 0.0208
max_ffs_per_register = 1
area_growth_syn_to_layout_pct = 7.00
layout.cells.most_common = sky130_fd_sc_hd__inv_1
register_area_sq_um = 15.0
reg_top3 = restador.negativo: 1 flops
max_flop_register = restador.negativo
post_route_cells_drive_above_1_share = 0.0472

[grt]
grt_max_degree = 54
groute.layer.met3.usage = 0.232
first_pass_grt_wire_length_um = 153000
gr-usage-met2 = 0.639
grt_use_total = 0.456
grt_use_met1 = 0.607
gr-max-usage-layer = met2
number_of_antenna_violations_at_the_first_check_in_global_routing = 2
global_route.overflow_total = 0
number_of_global_route_vias_before_repair = 23400

[final_timing]
max_clock_freq_mhz = 38.6
untimed_endpoints = 2
relSlewSlack = 0.317
timing.final.setup_violations = 0
hold_viol_final = 0
finalCriticalPeriod_ns = 25.90
slew_violations = 0
grt_setup_unrepaired = false
final_min_period_over_clock_period = 0.903
fin_setup_tns_ns = 0
layout_setup_ws_ns = 2.80
worst-slew-pin-transition_ns = 1.01
unclocked_regs = 1

[clocking]
postCtsSetupBuffers = 0
cts_hold_buffers = 0
cts_repair_resize_count = 0

[status]
outcome = finished clean

[place]
port_buffers = 103
dp_slack_ns = 2.82
finalWeightedCongestion = 1.08
post-dp-hpwl_um = 79700

[min_path]
hold_removal_path_class = in2out
==> layout make-up <==
type                            instances  share of cell area
Multi-Input combinational cell       2273               0.813
Timing Repair Buffer                  191              0.0649
Tap cell                              607              0.0296
Sequential cell                         1            0.000586
Inverter                              628              0.0919
Antenna cell                            2            0.000195
==> how the worst min path moves through the flow <==
| stage | from | end | slack (ns) | cells past startpoint |
|---|---|---|---|---|
| after CTS | control[1] | result[30] | 12.48 | 4 |
| final | control[1] | result[30] | 12.48 | 4 |
| after global routing | control[1] | result[30] | 12.53 | 4 |
==> power groups by stage <==
stage,logic [W],registers [W],clock network [W]
after CTS,0.00609,0.0000000397,0
after global routing,0.00672,0.0000000391,0
==> logic make-up (layout without fill, tap and decap cells) <==
| kind of cell | count (synthesis) | count (layout) | synth area share |
|---|---|---|---|
| fa+ha+maj | 659 | 659 | 0.482 |
| simple gates | 928 | 928 | 0.161 |
| compound gates | 471 | 471 | 0.130 |
| xor+xnor | 111 | 111 | 0.0406 |
| mux | 103 | 103 | 0.0564 |
| buf+inv | 824 | 819 | 0.130 |
| other cells | 1 | 3 | 0.000156 |
| latches | 1 | 1 | 0.000626 |
==> Yosys cell counts, types with 8 or more instances <==
library cell and n:
sky130_fd_sc_hd__and3_1 14, sky130_fd_sc_hd__a221oi_1 13, sky130_fd_sc_hd__mux4_2 25, sky130_fd_sc_hd__buf_1 46
sky130_fd_sc_hd__o21ai_0 94, sky130_fd_sc_hd__nand2_1 486, sky130_fd_sc_hd__o21a_1 9, sky130_fd_sc_hd__o221ai_1 13
sky130_fd_sc_hd__o22ai_1 20, sky130_fd_sc_hd__nor4_1 9, sky130_fd_sc_hd__xnor2_1 94, sky130_fd_sc_hd__nand2b_1 18
sky130_fd_sc_hd__or2_2 8, sky130_fd_sc_hd__nand3_1 21, sky130_fd_sc_hd__nor2_1 292, sky130_fd_sc_hd__a21o_1 32
sky130_fd_sc_hd__nor2b_1 9, sky130_fd_sc_hd__ha_1 219, sky130_fd_sc_hd__nor3_1 33, sky130_fd_sc_hd__a22oi_1 8
sky130_fd_sc_hd__mux2i_1 71, sky130_fd_sc_hd__clkinv_1 10, sky130_fd_sc_hd__o211ai_1 22, sky130_fd_sc_hd__a311oi_1 9
sky130_fd_sc_hd__a21oi_1 122, sky130_fd_sc_hd__xor2_1 17, sky130_fd_sc_hd__fa_1 440, sky130_fd_sc_hd__a211oi_1 43
sky130_fd_sc_hd__o21bai_1 9, sky130_fd_sc_hd__a31oi_1 14, sky130_fd_sc_hd__clkbuf_1 145, sky130_fd_sc_hd__inv_1 615
sky130_fd_sc_hd__and2_1 11
==> routing by layer <==
metal	up-vias	wire (um)
met5	-	203
met3	319	15300
met2	1561	43700
met4	8	5920
met1	11000	37900
li1	9714	-
==> metrics by stage <==
step | hold slack (ns) | cell area (sq um) | instances | utilization | total power [W]
6_report | 12.48 | 25600 | 3702 | 0.546 | 0.00623
5_1_grt | 12.53 | 25600 | 3700 | 0.546 | 0.00672
4_1_cts | 12.48 | 25600 | 3700 | 0.546 | 0.00609
3_5_place_dp | 12.47 | 25600 | 3700 | 0.546 | 0.00603
3_3_place_gp | 12.48 | 25600 | 3700 | 0.546 | 0.00601
2_1_floorplan | 11.63 | 24000 | 3098 | - | 0.00370
Power is estimated from default activity; no workload was simulated.
