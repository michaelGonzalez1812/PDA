`./constraint.sdc`:
```
current_design LUT

set clk_period 14.5
set clk_io_pct 0.2

create_clock -name clk0 -period $clk_period

set non_clock_inputs [all_inputs -no_clocks]
set_input_delay [expr $clk_period * $clk_io_pct] -clock clk0 $non_clock_inputs
set_output_delay [expr $clk_period * $clk_io_pct] -clock clk0 [all_outputs]
```
`./config.mk`:
```
export PLATFORM = sky130hd
export DESIGN_NAME = LUT
export DESIGN_NICKNAME = LUT
export VERILOG_FILES = /design/flow/design.v
export SDC_FILE = /design/flow/constraint.sdc
export NUM_CORES = 4
export LEC_CHECK = 1
export CORE_UTILIZATION = 30
export SYNTH_MEMORY_MAX_BITS = 65536
```
`./design.v`:
```
package stages_definition_pkg;
    typedef struct packed {
        bit pcSrc, regWrite, memWrite, branch, aluSrc, 
            flagWrite, trigControl, memPixWrite;
        bit [1:0] memToReg;
        bit [3:0] aluControl;
    } deco_exe_cu_signals;
    typedef struct packed {
        bit pcSrc, regWrite, memWrite, memPixWrite;
        bit [1:0] memToReg;
    } exe_mem_cu_signals;
    typedef struct packed {
        bit regWrite, pcSrc;
        bit [1:0] memToReg;
    } mem_wb_cu_signals;
    typedef struct packed {
        bit [25:0] imm;
        bit [3:0]  Rd, Rn, Rs;
        bit [2:0]  cond;
    } instruction_arguments;
    typedef struct packed {
        bit [4:0]  cmd;
        bit [3:0]  Rd;
        bit [1:0]  op;
        bit immSignal;
    } inst_header;
    typedef struct packed {
        int RD1, RD2, R0, R1, imm;
        bit [3:0]  Rd;
        bit [2:0] cond;
    } deco_exe_interface;
    typedef struct packed {
        bit [3:0]  Rd;
        int aluResult, trigResult, Ax, Ay, WD;
    } exe_mem_interface;
    typedef struct packed {
        int dataMemRead, pixMemRead, aluResult, trigResult;
        bit [3:0]  Rd;
    } mem_wb_interface;
    typedef struct packed {
        bit n, z, c, v;
    } conditional_flags;
    typedef struct packed {
        bit [3:0] decoA1, decoA2, exeRd;
        bit [1:0] exeMemToReg;
        bit branchTaken, memRegWrite, wbRegWrite;
    } hazard_input;
    typedef struct packed {
        bit [1:0] forwardAluSrc1, forwardAluSrc2;
        bit [1:0] forwardAx, forwardAy;
        bit stallF, stallD, flushD, flushF;
    } hazard_output;
endpackage
module LUT( input logic op_selector,
            input logic [31:0] angle,
            output logic [31:0] value);  
    logic [31:0] tmp1C;
    logic [31:0] tmp2C;
    logic [31:0] tmp3C; 
    logic [31:0] tmp4C;
    logic [31:0] tmp1S;
    logic [31:0] tmp2S;
    logic [31:0] tmp3S; 
    logic [31:0] tmp4S;
    logic [31:0] atmp1C; 
    logic [31:0] atmp2C; 
    logic [31:0] atmp3C; 
    logic [31:0] atmp4C; 
    logic [31:0] atmp1S; 
    logic [31:0] atmp2S; 
    logic [31:0] atmp3S; 
    logic [31:0] atmp4S; 
    assign atmp1C = 32'b1011010 - angle; 
    assign atmp2C = 32'b1011010 - angle; 
    assign atmp3C = 32'b1111000 - angle; 
    assign atmp4C = -(32'b100001110 - angle); 
    assign atmp1S = angle; 
    assign atmp2S = 32'b10110100 - angle; 
    assign atmp3S = -(32'b10110100 - angle); 
    assign atmp4S = 32'b101101000 - angle;
    SenLUT coseno1 (atmp1C, tmp1C);
    SenLUT coseno2 (atmp2C, tmp2C);
    SenLUT coseno3 (atmp3C, tmp3C);
    SenLUT coseno4 (atmp4C, tmp4C);
    SenLUT seno1 (atmp1S, tmp1S);
    SenLUT seno2 (atmp2S, tmp2S);
    SenLUT seno3 (atmp3S, tmp3S);
    SenLUT seno4 (atmp4S, tmp4S);
    assign value = op_selector ? ((32'b0 <= angle && angle <= 32'b1011010) ? (tmp1C) 
                : ((32'b1011011 <= angle && angle <= 32'b10110100) ? (tmp2C) 
                : ((32'b10110101 <= angle && angle <= 32'b100001110) ? (tmp3C) 
                : ((32'b100001111 <= angle &&angle <= 32'b101101000) ? (tmp4C) 
                : (31'b0))))) 
                : ((32'b0 <= angle && angle <= 32'b1011010) ? (tmp1S) 
                : ((32'b1011011 <= angle && angle <= 32'b10110100) ? (tmp2S) 
                : ((32'b10110101 <= angle && angle <= 32'b100001110) ? (tmp3S) 
                : ((32'b100001111 <= angle &&angle <= 32'b101101000) ? (tmp4S) 
                : (31'b0)))));
endmodule
module SenLUT( input logic [31:0] angle,
               output logic [31:0] value);  
    always @* begin
        case (angle) 
            32'b1: value = 32'b00111111010101110110101010100100;
            32'b10: value = 32'b00111111011010001100011110110111;
            32'b11: value = 32'b00111110000100001000000111000011;
            32'b100: value = 32'b00111101100011101101110001111011;
            32'b101: value = 32'b00111101101100100111111010110110;
            32'b110: value = 32'b00111101110101100001001100000101;
            32'b111: value = 32'b00111101111110011001011010100010;
            32'b1000: value = 32'b00111110000011101000001101100101;
            32'b1001: value = 32'b00111110001000000011000001011011;
            32'b1010: value = 32'b00111110001100011101000011010100;
            32'b1011: value = 32'b00111110010000110110001101101111;
            32'b1100: value = 32'b00111110010101001110011011001101;
            32'b1101: value = 32'b00111110011001100101100110010010;
            32'b1110: value = 32'b00111110011101111011101001100000;
            32'b1111: value = 32'b00111110100001001000001111101110;
            32'b10000: value = 32'b00111110100011010010000001010111;
            32'b10001: value = 32'b00111110100101011011000110111110;
            32'b10010: value = 32'b00111110100111100011011101111010;
            32'b10011: value = 32'b00111110101001101011000011011111;
            32'b10100: value = 32'b00111110101011110001110101000100;
            32'b10101: value = 32'b00111110101101110111110000000001;
            32'b10110: value = 32'b00111110101111111100110001101111;
            32'b10111: value = 32'b00111110110010000000110111101001;
            32'b11000: value = 32'b00111110110100000011111111001001;
            32'b11001: value = 32'b00111110110110000110000101101100;
            32'b11010: value = 32'b00111110111000000111001000101111;
            32'b11011: value = 32'b00111110111010000111000101110001;
            32'b11100: value = 32'b00111110111100000101111010010100;
            32'b11101: value = 32'b00111110111110000011100011110111;
            32'b11110: value = 32'b00111111000000000000000000000000;
            32'b11111: value = 32'b00111111000000111101100110001001;
            32'b100000: value = 32'b00111111000001111010100011001010;
            32'b100001: value = 32'b00111111000010110110110101110111;
            32'b100010: value = 32'b00111111000011110010011101000100;
            32'b100011: value = 32'b00111111000100101101010111101000;
            32'b100100: value = 32'b00111111000101100111100100011000;
            32'b100101: value = 32'b00111111000110100001000010001101;
            32'b100110: value = 32'b00111111000111011001101111111110;
            32'b100111: value = 32'b00111111001000010001101100100100;
            32'b101000: value = 32'b00111111001001001000110110111011;
            32'b101001: value = 32'b00111111001001111111001101111100;
            32'b101010: value = 32'b00111111001010110100110000100101;
            32'b101011: value = 32'b00111111001011101001011101110010;
            32'b101100: value = 32'b00111111001100011101010100100010;
            32'b101101: value = 32'b00111111001101010000010011110011;
            32'b101110: value = 32'b00111111001110000010011010100111;
            32'b101111: value = 32'b00111111001110110011100111111111;
            32'b110000: value = 32'b00111111001111100011111010111101;
            32'b110001: value = 32'b00111111010000010011010010100110;
            32'b110010: value = 32'b00111111010001000001101101111101;
            32'b110011: value = 32'b00111111010001101111001100001010;
            32'b110100: value = 32'b00111111010010011011101100010011;
            32'b110101: value = 32'b00111111010011000111001101100000;
            32'b110110: value = 32'b00111111010011110001101110111101;
            32'b110111: value = 32'b00111111010100011011001111110011;
            32'b111000: value = 32'b00111111010101000011101111001110;
            32'b111001: value = 32'b00111111010101101011001100011101;
            32'b111010: value = 32'b00111111010110010001100110101110;
            32'b111011: value = 32'b00111111010110110110111101010001;
            32'b111100: value = 32'b00111111010111011011001111010111;
            32'b111101: value = 32'b00111111010111111110011100010100;
            32'b111110: value = 32'b00111111011000100000100011011010;
            32'b111111: value = 32'b00111111011001000001100100000001;
            32'b1000000: value = 32'b00111111011001100001011101011110;
            32'b1000001: value = 32'b00111111011010000000001111001010;
            32'b1000011: value = 32'b00111111011010011101111000011101;
            32'b1000100: value = 32'b00111111011011010101101111101100;
            32'b1000101: value = 32'b00111111011011101111111100100000;
            32'b1000110: value = 32'b00111111011100001000111110110010;
            32'b1000111: value = 32'b00111111011100100000110110000001;
            32'b1001000: value = 32'b00111111011100110111100001110001;
            32'b1001001: value = 32'b00111111011101001101000001100011;
            32'b1001010: value = 32'b00111111011101100001010100111111;
            32'b1001011: value = 32'b00111111011101110100011011101010;
            32'b1001100: value = 32'b00111111011110000110010101001101;
            32'b1001101: value = 32'b00111111011110010111000001010001;
            32'b1001110: value = 32'b00111111011110100110011111100010;
            32'b1001111: value = 32'b00111111011110110100101111101011;
            32'b1010000: value = 32'b00111111011111000001110001011100;
            32'b1010001: value = 32'b00111111011111001101100100100101;
            32'b1010010: value = 32'b00111111011111011000001000110101;
            32'b1010011: value = 32'b00111111011111100001011110000001;
            32'b1010100: value = 32'b00111111011111101001100011111101;
            32'b1010101: value = 32'b00111111011111110000011010011110;
            32'b1010110: value = 32'b00111111011111110110000001011100;
            32'b1010111: value = 32'b00111111011111111010011000101111;
            32'b1011000: value = 32'b00111111011111111101100000010100;
            32'b1011001: value = 32'b00111111011111111111011000000101;
            32'b1011010: value = 32'b1;
            default: value = 32'b0;  
        endcase 
    end
endmodule
```
`./run.sh`:
```
#!/bin/bash
# OpenROAD 26Q1-2900-gdf79404cd8, Yosys 0.63+post, stock flow scripts
make -C /OpenROAD-flow-scripts/flow DESIGN_CONFIG=/design/flow/config.mk WORK_HOME=/design/flow/orfs finish
```
==> CHANGELOG.md <==
### Changed

- Post-CTS Resized: 0
- Die X: 260.5 um
- Final ANT Viol Nets: 0
- Worst min-delay path class: input port to output pin
- Final core utilization: 32.58%
- Initial DRC count: 6321
- Final Hold Vio Count: 0
- Status: finished clean
- Seq share, synth: 0%
- Largest delay share family, worst path: simple AND/OR/NAND/NOR gates
- Min cycle time layout: 12.12 ns
- Gpl congestion: 1.106
- Worst EP arrival: 9.22 ns
- Routed WL per cell: 35.55 um
- Port bufs: 63
- DR vias: 31770
- Period utilization: 83.60%
- Flops: 0
- Fin. max-slew vios: 0
- Worst Path Required: 11.60 ns
- Sequential cell area: 0 um^2
- Routed WL: 151600 um
- Max-cap violation count: 0
- Synth cell count leaders: nand2_1 (518), nor2_1 (424), o21ai_0 (399), a21oi_1 (395), clkbuf_1 (351)
- CP max stage delay: 0.70 ns
- Fmax: 82.50 MHz
- Synth-to-Final Area Change: 7.214%
- Pwr dens: 65.03 nW/um^2
- Worst-Margin Slew: 1.050 ns
- Layout cells sized above 1: 7.454%
- Synth area leader: o21ai_0
- Number of synthesis warnings: 1
- Tot GR Track Use: 43.99%
- GRT Residual Overflow: 0
- Final Power: 0.001398 W
- Crit Path Max Fanout: 22
- Final setup fails: 0
- Hold_buf cts: 0
- Worst setup SP type: input port
- Post-Syn Area: 20050 um^2
- Mapped Cells: 3625
- Pint: 0.0003845 W
- P_sw: 0.001013 W
- Main area contributors: o21ai_0 (10%), a21oi_1 (9.9%), nand2_1 (9.7%)
- Crit path top cell by count: buf_4
- Distinct cells, synth: 86
- Initial antenna violation count: 7
- I/O pin total: 65
- YS chip area: 20050 um^2
- Vias per cell: 7.451
- VDD IR max: 30.43 uV
- Critical path buffers and inverters: 6
- Most frequent cell after synthesis: nand2_1
- Worst path cell trace: buf_2, inv_1, buf_4, ha_2, buf_4, nor2b_1, o311a_1, nor4_1, o22ai_1, nor4_1, buf_4, nor4bb_1, nand4_1, a21oi_1, a211oi_1, o21a_1, a221oi_2, clkdlybuf4s50_1
- Slew HR: 29.10%
- First-pass GRT wire length: 215100 um
- Floorplan utilization: 30.39%
- Avg Inst Size Synth: 5.531 um^2
- GR Util met1: 57.15%
- Number of logged tool warnings: 70
- Sw Ratio: 72.49%
- Crit-path slowest cell: nor4bb_1
- Core area: 65980 um^2
- Busiest grt layer: met2
- First-pass DRT Iterations: 25
- Postcts setup bufs: 0
- Met2 usage: 61.75%
- WS Path Type: input port to output pin
- Row cnt: 94
- DR DRC count: 0
- Leakage: 6.956 nW
- Area share, top type: 9.959%
- Die area: 67870 um^2
- Vias in the first global route: 28560
- Critical Path Sink Type: output pin
- Die H: 260.5 um
- Clock buf count: 0
- Pin count of the biggest net entering global routing: 89
- Setup TNS: 0 ns
- GR Layer Usage met3: 14.54%
- DP Wirelength: 106200 um
- Ys cells: 3625
- RSZ-0062 raised after global routing: no
-- placed cells by master, fill, tap and decap left out, drive strengths merged, types with 16 or more instances in the layout --
| master | count |
|---|---|
| o2111ai | 16 |
| o311ai | 57 |
| o21ai | 401 |
| clkdlybuf4s50 | 55 |
| o211ai | 127 |
| nor2 | 424 |
| nor2b | 25 |
| o22ai | 68 |
| xnor2 | 43 |
| ha | 47 |
| a22oi | 22 |
| a221oi | 48 |
| a21oi | 395 |
| nand2b | 32 |
| nand3 | 127 |
| nor4 | 23 |
| a31oi | 117 |
| o31ai | 19 |
| a311oi | 66 |
| a211o | 17 |
| o221ai | 27 |
| or3 | 18 |
| buf | 156 |
| a211oi | 102 |
| nor3 | 121 |
| nand2 | 518 |
| inv | 22 |
-- metrics by stage --
step / cell area [um^2] / cells / setup WS [ns] / hold WS (ns)
detailed placement: 21480 / 4258 / 2.662 / 6.974
finish: 21500 / 4264 / 2.378 / 7.054
CTS: 21480 / 4258 / 2.643 / 6.988
global placement: 21480 / 4258 / 2.659 / 6.983
global route: 21480 / 4258 / 2.187 / 7.049
floorplan: 20050 / 3626 / 2.778 / 6.073
-- metal layers --
layer  vias to the layer above  share of wire (%)  wire, um
met1                     14600                 37     55780
li1                      13370                  -         -
met3                       771                 15     22140
met5                         -              0.046        69
met4                        12                8.7     13140
met2                      3020                 40     60450
-- power by group through the flow --
stage / registers, W / clock network (W) / logic, W
after CTS: 0 / 0 / 0.00131
after global routing: 0 / 0 / 0.00144
-- area by class of cell --
class	instances	area [um^2]
Antenna cell	6	15.01
Fill cell	7500	44480
Inverter	26	97.59
Multi-Input combinational cell	3157	18570
Tap cell	864	1081
Timing Repair Buffer	211	1737
-- logic make-up (layout without fill, tap and decap cells) --
| group | count (synthesis) | count (layout) | synth area share [%] |
|---|---|---|---|
| AND-OR/OR-AND | 1640 | 1640 | 52.94 |
| XOR/XNOR | 58 | 58 | 2.671 |
| adder cells (fa/ha/maj) | 48 | 48 | 3.033 |
| buffers and inverters | 469 | 237 | 8.949 |
| multiplexers | 21 | 21 | 1.747 |
| other | 1 | 8 | 0.01870 |
| AND/OR/NAND/NOR | 1388 | 1388 | 30.64 |
-- worst paths after layout --
path / slack [ns] / endpoint / start / depth (start not counted)
min: 7.05 / value[23] / op_selector / 5
max: 2.38 / value[29] / angle[1] / 18
Power is estimated from default activity; no workload was simulated.
